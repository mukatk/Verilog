### /design/flow/constraint.sdc
current_design CPU_async

set clk_period 1.4
set clk_io_pct 0.2

create_clock -name clk0 -period $clk_period [get_ports {clk}]

set non_clock_inputs [all_inputs -no_clocks]
set_input_delay [expr $clk_period * $clk_io_pct] -clock clk0 $non_clock_inputs
set_output_delay [expr $clk_period * $clk_io_pct] -clock clk0 [all_outputs]
### /design/flow/config.mk
export PLATFORM = sky130hd
export DESIGN_NAME = CPU_async
export DESIGN_NICKNAME = CPU_async
export VERILOG_FILES = /design/flow/design.v
export SDC_FILE = /design/flow/constraint.sdc
export NUM_CORES = 4
export LEC_CHECK = 1
export CORE_AREA = 10 10 70 70
export DIE_AREA = 0 0 80 80
### /design/flow/run.sh
#!/bin/bash
# OpenROAD 26Q1-2900-gdf79404cd8, Yosys 0.63+post, stock flow scripts
make -C /OpenROAD-flow-scripts/flow DESIGN_CONFIG=/design/flow/config.mk WORK_HOME=/design/flow/orfs finish
### /design/flow/design.v
module CPU_async(ack,send, control, data,clk,rst);
  output reg send;
  output reg data;
  input control;
  input ack;
  input clk;
  input rst;
  reg [1:0] S;
  reg [1:0] NS;
  always @ (posedge clk)
    begin
      if (rst == 1)
        S <= 2'b00;
      else
        S <= NS;
    end
  always @ (*)
    begin
      case ({S})
        2'b00: 
          if(ack == 0 && control == 1)
            	NS = 2'b01;
        	else
          	    NS = 2'b00;
        2'b01: 
          if (ack == 0)
          	NS = 2'b01;
          else
          	NS = 2'b10;
        2'b10: 
          if(ack == 1)
            NS = 2'b10;
          else
            NS = 2'b00;
        default: 
            NS = 2'b00;
      endcase
    end
  always @ (*)
    begin
      case ({S})
        2'b00: 
          begin
          	send = 0;
            data = 0;
          end
        2'b01: 
          begin
          	send = 1;
            data = 1;
          end
        2'b10: 
          begin
          	send = 0;
            data = 0;
          end
        default: 
          begin
          	send = 0;
            data = 0;
          end
      endcase
    end
endmodule
==> impl_metrics.prom <==
# HELP chip_impl_metric Implementation results
# TYPE chip_impl_metric gauge
chip_impl_info{name="run_status",value="finished, final reports clean"} 1
chip_impl_metric{name="cp.required",unit="ps"} 1120
chip_impl_metric{name="totalWireLength",unit="um"} 340
chip_impl_metric{name="timing.final.ws_setup",unit="ps"} 86.8
chip_impl_info{name="slowest_stage",value="sky130_fd_sc_hd__clkdlybuf4s50_1"} 1
chip_impl_info{name="critical_path_cell_list",value="clkdlybuf4s50_1"} 1
chip_impl_metric{name="vias",unit=""} 106
chip_impl_info{name="biggestRegsByFlops",value="S (3)"} 1
chip_impl_metric{name="yosys.stat.chipArea",unit="um2"} 106
chip_impl_metric{name="dr.first_iter.drc_count",unit=""} 0
chip_impl_metric{name="gp_routability_congestion",unit=""} 0.698
chip_impl_metric{name="max-vdd-ir-drop",unit="uV"} 234
chip_impl_metric{name="placement.io_buffers",unit=""} 5
chip_impl_info{name="ys_top_cells_by_area",value="sky130_fd_sc_hd__dfxtp_1 (56%), sky130_fd_sc_hd__a221o_1 (9.4%), sky130_fd_sc_hd__nor3_1 (9.4%)"} 1
chip_impl_info{name="worstSetupEndpointType",value="output port"} 1
chip_impl_metric{name="place_worst_setup_slack",unit="ps"} 114
chip_impl_metric{name="final_setup_violations",unit=""} 0
chip_impl_metric{name="clkTransAtPathRegs",unit="ps"} 40
chip_impl_metric{name="largest_register_ff_count",unit=""} 3
chip_impl_metric{name="synth_cells",unit=""} 11
chip_impl_info{name="mostFrequentLayoutCell",value="sky130_fd_sc_hd__clkdlybuf4s50_1"} 1
chip_impl_metric{name="htree_num_levels",unit=""} 1
chip_impl_metric{name="timing.max_cap.violations",unit=""} 0
chip_impl_metric{name="final-max-slew-violation-count",unit=""} 0
chip_impl_metric{name="cpPeakStageDelay",unit="ps"} 460
chip_impl_metric{name="groute.usage.overall",unit="%"} 1.16
chip_impl_metric{name="cts-buffers-inserted",unit=""} 3
chip_impl_metric{name="detail_route.drc_violations",unit=""} 0
chip_impl_metric{name="crit_buf_inv",unit=""} 1
chip_impl_metric{name="dr.pass1.iters",unit=""} 1
chip_impl_metric{name="row_count",unit=""} 21
chip_impl_info{name="critical_path.startpoint_type",value="flop"} 1
chip_impl_metric{name="number_of_setup_buffers_added_after_cts",unit=""} 0
chip_impl_metric{name="vias_in_the_first_global_route",unit=""} 98
chip_impl_info{name="layout_top_cells",value="sky130_fd_sc_hd__clkdlybuf4s50_1 (5), sky130_fd_sc_hd__clkbuf_4 (3), sky130_fd_sc_hd__dfxtp_1 (2), sky130_fd_sc_hd__nor3_1 (2)"} 1
chip_impl_metric{name="yosys-stat-cells",unit=""} 11
chip_impl_metric{name="layout.cell_area.non_filler",unit="um2"} 234
chip_impl_metric{name="top_cell_area_share",unit="%"} 56.5
chip_impl_info{name="cp_top_family",value="buffers and inverters"} 1
chip_impl_metric{name="synth_cell_types",unit=""} 8
chip_impl_info{name="rsz0062_at_grt",value="no"} 1
chip_impl_metric{name="placed_inst_area",unit="um2"} 206
chip_impl_info{name="clock_tree.root_cell",value="sky130_fd_sc_hd__clkbuf_4"} 1
chip_impl_metric{name="placedCellCount",unit=""} 61
chip_impl_metric{name="cts_num_sinks",unit=""} 3
chip_impl_metric{name="max_freq",unit="GHz"} 0.761
chip_impl_metric{name="crit_arrival",unit="ps"} 1030
chip_impl_metric{name="synthesis.yosys.warnings",unit=""} 1
chip_impl_metric{name="cts_repair_resize_count",unit=""} 0
chip_impl_metric{name="grt_antenna_before_repair",unit=""} 0
chip_impl_metric{name="core",unit="um2"} 3420
chip_impl_metric{name="grt_overflow",unit=""} 0
chip_impl_metric{name="fp.dieW",unit="um"} 80
chip_impl_info{name="worstSetupPathType",value="reg2out"} 1
chip_impl_info{name="cts_tree",value="yes"} 1
chip_impl_metric{name="die_y",unit="um"} 80
chip_impl_metric{name="fin_setup_tns",unit="ps"} 0
chip_impl_metric{name="min_period",unit="ps"} 1310
chip_impl_metric{name="post_synth_instance_area",unit="um2"} 106
chip_impl_metric{name="synth_flop_count",unit=""} 3
chip_impl_metric{name="whs",unit="ps"} 498
chip_impl_metric{name="ctsHoldBuffers",unit=""} 0
chip_impl_metric{name="final_ant_viol_nets",unit=""} 0
chip_impl_metric{name="wire_per_inst",unit="um"} 5.23
chip_impl_metric{name="timing.final.crit_share",unit="%"} 93.8
chip_impl_metric{name="grt_max_degree",unit=""} 5
chip_impl_metric{name="layout.cells.non_filler",unit=""} 65
chip_impl_metric{name="path_max_fanout",unit=""} 4
chip_impl_metric{name="antennaDiodeCount",unit=""} 0
chip_impl_metric{name="number_of_openroad_warnings",unit=""} 25
chip_impl_metric{name="power_density_over_cell_area",unit="nW/um2"} 1140
chip_impl_metric{name="design.die.area",unit="um2"} 6400
chip_impl_metric{name="slew-limit-headroom",unit="%"} 91.1
chip_impl_metric{name="floorplanUtilization",unit="%"} 3.11
chip_impl_metric{name="clock-skew-final",unit="ps"} 0.404
chip_impl_metric{name="p_leak",unit="nW"} 0.0732
chip_impl_info{name="max_flop_register",value="S"} 1
chip_impl_metric{name="worst_skew_pair.late_latency",unit="ps"} 230
chip_impl_metric{name="actual_transition_at_the_worst_max_transition_pin",unit="ps"} 133
chip_impl_metric{name="detail_route.vias_per_cell",unit=""} 1.63
chip_impl_info{name="worstHoldPathType",value="reg2reg"} 1
chip_impl_metric{name="final_hold_viol_count",unit=""} 0
chip_impl_metric{name="syn-mean-instance-area",unit="um2"} 9.67
chip_impl_info{name="synth.largest_area_cell",value="sky130_fd_sc_hd__dfxtp_1"} 1
chip_impl_metric{name="yosysSeqAreaShare",unit="%"} 56.5
chip_impl_metric{name="cts_max_path_buffers",unit=""} 2
chip_impl_metric{name="number_of_top_level_design_ports",unit=""} 6
chip_impl_metric{name="synthToLayoutAreaGrowth",unit="%"} 120
chip_impl_metric{name="drive_gt1_share",unit="%"} 21.1
chip_impl_metric{name="first_pass_grt_wire_length",unit="um"} 489
[final timing paths]
kind	from	cells past startpoint	slack (ps)	to
hold / removal	S[0]	1	500	S[0]
setup / recovery	S[2]	1	90	send
setup reg to reg	S[1]	1	640	S[0]
hold reg to reg	S[0]	1	500	S[0]
[power by group]
part	internal (mW)	leakage, nW	switching [mW]
sequential	0.0906	0.0250	0.00291
combinational	0.0160	0.0332	0.00702
clock	0.107	0.0150	0.0440
total	0.213	0.0732	0.0539
[synth_stat cells (all sizes together)]
master	count
nand2b	1
a221o	1
inv	1
nor3	2
nor2	1
a21oi	1
buf	1
dfxtp	3
[metrics by stage]
| stage | total power, mW | util (%) |
|---|---|---|
| 5_1_grt | 0.283 | 6.85 |
| 4_1_cts | 0.274 | 6.81 |
| 3_5_place_dp | 0.117 | 6.04 |
| 6_report | 0.267 | 6.85 |
| 2_1_floorplan | 0.102 | - |
| 3_3_place_gp | 0.116 | 6.04 |
[cell families (layout without fill, tap and decap cells)]
logic type / Yosys count / after routing / synth area share, %
compound gates: 2 / 2 / 14.1
simple gates: 4 / 4 / 18.8
flops: 3 / 3 / 56.5
buf+inv: 2 / 10 / 10.6
[routing by layer]
| layer | routed length (um) | vias up | GRT usage (%) |
|---|---|---|---|
| met3 | 101 | 0 | 2.05 |
| met1 | 126 | 45 | 1.06 |
| li1 | - | 52 | - |
| met5 | 0 | - | 0 |
| met2 | 112 | 9 | 1.28 |
| met4 | 0 | 0 | 0 |
[final cells by class]
cell class | count | area (um2)
multi-input combinational | 6 | 35.0
clock buffer | 4 | 26.3
timing repair buffer | 5 | 50.0
inverter | 1 | 3.75
fill | 412 | 3180
tap | 46 | 57.6
sequential | 3 | 61.3
Power figures rest on the tool's default switching activity, not on a simulated workload.
